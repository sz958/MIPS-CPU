<file path="design/flow/design.v">
`timescale 1ns / 1ps
module shifter(in0,c,out);
    input [31:0] in0;
    input c;
    output[31:0] out;
    wire [31:0]out;
            assign out[0]=in0[1]&c;
            assign out[1]=(in0[0]&~c)|(in0[2]&c);
            assign out[2]=(in0[1]&~c)|(in0[3]&c);
            assign out[3]=(in0[2]&~c)|(in0[4]&c);
            assign out[4]=(in0[3]&~c)|(in0[5]&c);
            assign out[5]=(in0[4]&~c)|(in0[6]&c);
            assign out[6]=(in0[5]&~c)|(in0[7]&c);
            assign out[7]=(in0[6]&~c)|(in0[8]&c);
            assign out[8]=(in0[7]&~c)|(in0[9]&c);
            assign out[9]=(in0[8]&~c)|(in0[10]&c);
            assign out[10]=(in0[9]&~c)|(in0[11]&c);
            assign out[11]=(in0[10]&~c)|(in0[12]&c);
            assign out[12]=(in0[11]&~c)|(in0[13]&c);
            assign out[13]=(in0[12]&~c)|(in0[14]&c);
            assign out[14]=(in0[13]&~c)|(in0[15]&c);
            assign out[15]=(in0[14]&~c)|(in0[16]&c);
            assign out[16]=(in0[15]&~c)|(in0[17]&c);
            assign out[17]=(in0[16]&~c)|(in0[18]&c);
            assign out[18]=(in0[17]&~c)|(in0[19]&c);
            assign out[19]=(in0[18]&~c)|(in0[20]&c);
            assign out[20]=(in0[19]&~c)|(in0[21]&c);
            assign out[21]=(in0[20]&~c)|(in0[22]&c);
            assign out[22]=(in0[21]&~c)|(in0[23]&c);
            assign out[23]=(in0[22]&~c)|(in0[24]&c);
            assign out[24]=(in0[23]&~c)|(in0[25]&c);
            assign out[25]=(in0[24]&~c)|(in0[26]&c);
            assign out[26]=(in0[25]&~c)|(in0[27]&c);
            assign out[27]=(in0[26]&~c)|(in0[28]&c);
            assign out[28]=(in0[27]&~c)|(in0[29]&c);
            assign out[29]=(in0[28]&~c)|(in0[30]&c);
            assign out[30]=(in0[29]&~c)|(in0[31]&c);
            assign out[31]=in0[30]&~c;
endmodule
`timescale 1ns / 1ps
module shifter_2(in0,c,out);
    input [31:0] in0;
    input c;
    output [31:0] out;
    wire [31:0] temp;
    shifter s1(in0,c,temp);
    shifter s2(temp,c,out);
endmodule
</file>
<file path="design/flow/constraint.sdc">
current_design shifter_2

set clk_period 1.0
set clk_io_pct 0.2

create_clock -name clk0 -period $clk_period

set non_clock_inputs [all_inputs -no_clocks]
set_input_delay [expr $clk_period * $clk_io_pct] -clock clk0 $non_clock_inputs
set_output_delay [expr $clk_period * $clk_io_pct] -clock clk0 [all_outputs]
</file>
<file path="design/flow/config.mk">
export PLATFORM = sky130hd
export DESIGN_NAME = shifter_2
export DESIGN_NICKNAME = shifter_2
export VERILOG_FILES = /design/flow/design.v
export SDC_FILE = /design/flow/constraint.sdc
export NUM_CORES = 4
export LEC_CHECK = 1
export CORE_AREA = 10 10 70 70
export DIE_AREA = 0 0 80 80
</file>
<file path="design/flow/run.sh">
#!/bin/bash
# OpenROAD 26Q1-2900-gdf79404cd8, Yosys 0.63+post, stock flow scripts
make -C /OpenROAD-flow-scripts/flow DESIGN_CONFIG=/design/flow/config.mk WORK_HOME=/design/flow/orfs finish
</file>
==> impl_metrics.py <==
# Auto-generated metrics
metrics = {
    "worst_setup_path": {
        "path_max_fanout": 6,
        "worst_setup_path_start_kind": "input port",
        "critPathKind": "input port to output pin",
        "worstPathArrival_ns": 0.98,
        "worst-endpoint-required_ns": 0.80,
        "nature_of_the_critical_path_endpoint": "output pin",
    },
    "routing": {
        "drt_first_pass_iters": 2,
        "vias": 594,
        "wl_per_cell_um": 13.62,
        "drc_errors": 0,
        "route.final.wire_length_um": 2165,
        "detail_route.iter0.violations": 6,
        "drtAntennaViolNets": 0,
        "viasPerCell": 3.736,
        "number_of_inserted_diodes": 0,
    },
    "cells_and_area": {
        "area.growth.synth_to_final_pct": 159.5,
        "nClkBuffers": 0,
        "nFlopsAndLatches": 0,
        "finalInstanceArea_um2": 1299,
        "drive_above_1_share": 0.7080,
        "regArea_um2": 0,
    },
    "run": {
        "tool_warnings": 34,
        "max-cap-violations": 0,
    },
    "run_status": {
        "violations": "setup timing",
        "outcome": "finished with violations",
    },
    "global_routing": {
        "antenna_found_initial": 0,
        "grt_pass1_wl_um": 3401,
        "grt_start_max_net_pins": 7,
        "vias_in_the_first_global_route": 693,
        "grt_overflow_total": 0,
        "track_usage": 0.06211,
    },
    "final_timing": {
        "setup_ws_ns": -0.1752,
        "rsz0062_at_grt": "true",
        "worst_slew_margin_rel": 0.9360,
        "clock.fmax_mhz": 850.9,
        "setup_viol": 29,
        "post_layout_minimum_cycle_time_ns": 1.175,
        "worst_slew_pin_slew_ns": 0.09593,
        "slew_violations": 0,
        "hold_viol": 0,
        "layout_worst_path_cycle_share": 1.175,
        "fin_worst_hold_slack_ns": 0.8031,
    },
    "floorplan": {
        "top_level_ports": 65,
        "rows": 21,
        "core_area_um2": 3416,
        "fp.dieW_um": 80,
        "die_h_um": 80,
        "initial_utilization": 0.1465,
        "die-area_um2": 6400,
    },
    "synthesis": {
        "post_synth_seq_share": 0,
        "synth.avg_cell_area_um2": 13.90,
        "yosysCellCount": 36,
        "most_instantiated_library_cell_after_synthesis": "sky130_fd_sc_hd__mux2_4",
        "netlist_instances": 36,
        "synthDominantAreaCellType": "sky130_fd_sc_hd__mux2_4",
        "synth-area-yosys_um2": 500.5,
        "yosys_warnings": 0,
        "synth.lib_cells_used.distinct": 6,
        "yosysTopAreaCellShare": 0.7800,
        "area_leaders": "sky130_fd_sc_hd__mux2_4, sky130_fd_sc_hd__buf_12, sky130_fd_sc_hd__buf_6, sky130_fd_sc_hd__mux2_2, sky130_fd_sc_hd__and2_1",
        "netlist_area_um2": 500.5,
    },
    "placement": {
        "placement.io_buffers": 65,
        "globalplace.congestion": 0.7022,
        "dp_hpwl_um": 1833,
        "post_dp_cell_area_um2": 1181,
    },
    "power_and_ir_drop": {
        "max-vdd-ir-drop_v": 0.0002067,
        "power_density_nw_per_um2": 415.8,
        "leakagePower_nw": 0.7029,
    },
    "min_path": {
        "hp-class": "input port to output pin",
    },
}
## through the flow
stage                     worst slack [ns]    util  setup TNS, ns  std cells  total power [mW]
after CTS                          -0.1850  0.3549         -3.768        158            0.4975
final                              -0.1752  0.3802         -3.763        159            0.5400
after global placement             -0.5439  0.3458         -16.22        145            0.5225
after floorplan                    0.06680       -              0         36            0.1844
after global routing               -0.2032  0.3802         -4.405        159            0.5809
after detailed placement           -0.5373  0.3458         -16.29        145            0.5240
## layout make-up
type | count | area, um^2
fill | 349 | 2117
timing repair buffer | 81 | 783.3
multi-input combinational | 32 | 457.9
tap | 46 | 57.56
## power by group
group / switching [mW] / internal (mW)
combinational: 0.135 / 0.405
sequential: 0 / 0
clock: 0 / 0
## per-layer routing
layer  up-vias  track usage  share of wire
li1        288            -              -
met1       260      0.07251           0.42
met2        46       0.1027           0.43
met3         0      0.03523           0.15
met4         0            0              0
met5         -            0              0
## cells by family (layout without fill, tap and decap cells)
kind of cell  Yosys count  after routing  synth area share
buf+inv                 4             81            0.1250
mux                    28             28            0.8250
simple gates            4              4           0.04999
## critical path: stages
cell and delay [ns]:
sky130_fd_sc_hd__buf_12 0.12, sky130_fd_sc_hd__buf_12 0.13, sky130_fd_sc_hd__buf_8 0.12, sky130_fd_sc_hd__mux2_4 0.29
sky130_fd_sc_hd__buf_6 0.11
## cell usage in the layout, fill, tap and decap left out
cell type                       count
sky130_fd_sc_hd__nor2b_1            1
sky130_fd_sc_hd__buf_4              1
sky130_fd_sc_hd__and2_4             2
sky130_fd_sc_hd__buf_2             16
sky130_fd_sc_hd__nor2b_4            1
sky130_fd_sc_hd__buf_12             4
sky130_fd_sc_hd__buf_16             1
sky130_fd_sc_hd__dlygate4sd2_1     32
sky130_fd_sc_hd__buf_6             26
sky130_fd_sc_hd__mux2_4            28
sky130_fd_sc_hd__buf_8              1
## worst paths after layout
kind / depth (start not counted) / startpoint / end / slack, ns
max: 5 / c / out[13] / -0.18
min: 3 / in0[1] / out[3] / 0.80
## timing repair
item,4_1_cts,5_1_grt
pin swaps,2,2
cloned,1,0
hold buffers,0,0
setup endpoints to repair,32,32
gates resized,154,13
buffers inserted,12,1
Power and IR drop assume default switching activity.
