==> /design/flow/design.v <==
`timescale 1ns / 1ps
module RF (
    input clk,
    input rst,
    input RegWrite,
    input [4:0] rs,  
    input [4:0] rt,  
    input [4:0] WriteReg,    
    input [31:0] WriteData,  
    output [31:0] ReadData1,     
    output [31:0] ReadData2      
    );
    reg [31:0] register[0:31];
    always @(posedge clk,posedge rst) begin
        if(rst)
            begin
            register[0]<=0;
            register[1]<=1;
            register[2]<=2;
            register[3]<=3;
            register[4]<=4;
            register[5]<=5;
            register[6]<=6;
            register[7]<=7;
            register[8]<=8;
            register[9]<=9;
            register[10]<=10;
            register[11]<=11;
            register[12]<=12;
            register[13]<=13;
            register[14]<=14;
            register[15]<=15;
            register[16]<=16;
            register[17]<=17;
            register[18]<=18;
            register[19]<=19;
            register[20]<=20;
            register[21]<=21;
            register[22]<=22;
            register[23]<=23;
            register[24]<=24;
            register[25]<=25;
            register[26]<=26;
            register[27]<=27;
            register[28]<=28;
            register[29]<=29;
            register[30]<=30;
            register[31]<=31;
            end
        else
            if(RegWrite&&WriteReg)
                register[WriteReg]=WriteData;
    end
    assign ReadData1=register[rs];
    assign ReadData2=register[rt];
endmodule  
==> /design/flow/run.sh <==
#!/bin/bash
# OpenROAD 26Q1-2900-gdf79404cd8, Yosys 0.63+post, stock flow scripts
make -C /OpenROAD-flow-scripts/flow DESIGN_CONFIG=/design/flow/config.mk WORK_HOME=/design/flow/orfs finish
==> /design/flow/config.mk <==
export PLATFORM = sky130hd
export DESIGN_NAME = RF
export DESIGN_NICKNAME = RF
export VERILOG_FILES = /design/flow/design.v
export SDC_FILE = /design/flow/constraint.sdc
export NUM_CORES = 4
export LEC_CHECK = 1
export CORE_UTILIZATION = 30
==> /design/flow/constraint.sdc <==
current_design RF

set clk_period 8.1
set clk_io_pct 0.2

create_clock -name clk0 -period $clk_period [get_ports {clk}]

set non_clock_inputs [all_inputs -no_clocks]
set_input_delay [expr $clk_period * $clk_io_pct] -clock clk0 $non_clock_inputs
set_output_delay [expr $clk_period * $clk_io_pct] -clock clk0 [all_outputs]
==> report_table.html <==
<!-- implementation run metrics -->
<table>
<tr><th>Metric</th><th>Value</th></tr>
<tr><th colspan="2">Detailed routing</th></tr>
<tr><td>Average vias per placed instance</td><td>between 6 and 7</td></tr>
<tr><td>Detailed-routing iteration count for the pre-antenna-repair pass</td><td>12</td></tr>
<tr><td>ANT nets after route</td><td>0</td></tr>
<tr><td>Final wirelength</td><td>264 mm</td></tr>
<tr><td>Total via count after detailed routing</td><td>approximately 44000</td></tr>
<tr><td>Remaining design rule violation count</td><td>0</td></tr>
<tr><td>Detailed router's first-iteration violation count</td><td>roughly 6000</td></tr>
<tr><td>Post-detailed-route wirelength per cell</td><td>39.3 µm</td></tr>
<tr><th colspan="2">STA</th></tr>
<tr><td>Post-route clock skew</td><td>0 ns</td></tr>
<tr><td>Hold slack final</td><td>0.401 ns</td></tr>
<tr><td>Worst setup slack after layout</td><td>0.520 ns</td></tr>
<tr><td>Number of max-slew violations in the final report</td><td>0</td></tr>
<tr><td>Period minus WS final</td><td>approximately 7.6 ns</td></tr>
<tr><td>RSZ-0062 raised after global routing</td><td>false</td></tr>
<tr><td>Peak Freq</td><td>132 MHz</td></tr>
<tr><td>Final setup violation count</td><td>0</td></tr>
<tr><td>Worst-margin pin slew</td><td>1.26 ns</td></tr>
<tr><td>Remaining max-slew budget at the tightest pin</td><td>~16%</td></tr>
<tr><td>Crit share post-route</td><td>93.6%</td></tr>
<tr><td>Final-report hold violation count</td><td>0</td></tr>
<tr><th colspan="2">Synthesis</th></tr>
<tr><td>Number of warnings printed during yosys synthesis</td><td>2</td></tr>
<tr><td>Yosys stat area</td><td>approximately 50000 µm²</td></tr>
<tr><td>Synth mux share</td><td>roughly 22%</td></tr>
<tr><td>Number of flops mapped to enable cells by yosys</td><td>0</td></tr>
<tr><td>Async set or reset register ratio after synthesis</td><td>100%</td></tr>
<tr><td>Commonest flop</td><td>dfrtp_1</td></tr>
<tr><td>Post-synthesis area per instance</td><td>between 10 and 15 µm²</td></tr>
<tr><td>Compound-cell area share of the yosys netlist</td><td>15.7%</td></tr>
<tr><td>Dominant combinational cell family by area after synthesis</td><td>multiplexers</td></tr>
<tr><td>Area fraction in and, or, nand and nor cells after synthesis</td><td>7.47%</td></tr>
<tr><td>Tally of unique sky130hd cells used after synthesis</td><td>68</td></tr>
<tr><td>Ys cells</td><td>4354</td></tr>
<tr><td>Part of the Yosys area used for sequential elements</td><td>50.3%</td></tr>
<tr><td>Post-synthesis sequential element count</td><td>1024</td></tr>
<tr><td>Area share of xor/xnor cells in the synthesized design</td><td>0%</td></tr>
<tr><td>Area of the mapped netlist</td><td>51100 µm²</td></tr>
<tr><td>FA/HA/MAJ Cells, Area Fraction</td><td>0%</td></tr>
<tr><td>Cells after Synth</td><td>4354</td></tr>
<tr><th colspan="2">Clocking</th></tr>
<tr><td>Worst-case clock buffer depth</td><td>3</td></tr>
<tr><td>Quantity of hold-fixing buffers added after cts</td><td>0</td></tr>
<tr><td>CTS root buffer</td><td>clkbuf_16</td></tr>
<tr><td>Number of buffers created by CTS</td><td>107</td></tr>
<tr><td>Clock transition at the register clock pins on the worst setup and hold paths after CTS</td><td>0.06 ns</td></tr>
<tr><td>Clock latency (worst-skew pair)</td><td>0.72 ns</td></tr>
<tr><td>Post_cts resized</td><td>0</td></tr>
<tr><td>H-tree Lvls</td><td>3</td></tr>
<tr><td>Clock sink count</td><td>1024</td></tr>
<tr><td>CTS tree</td><td>yes</td></tr>
<tr><td>Setup Buffers After CTS</td><td>0</td></tr>
<tr><th colspan="2">Pwr</th></tr>
<tr><td>Proportion of total power due to net switching</td><td>28.8%</td></tr>
<tr><td>Clock network fraction of total power</td><td>36.5%</td></tr>
<tr><td>Leak Pwr</td><td>about 0.025 µW</td></tr>
<tr><td>Pwr Density</td><td>about 240 nW/µm²</td></tr>
<tr><td>Worst-case vdd ir drop</td><td>166 µV</td></tr>
<tr><td>Portion of total power attributed to combinational logic</td><td>14.2%</td></tr>
<tr><td>Internal power consumption</td><td>10300 µW</td></tr>
<tr><td>Sw power</td><td>4160 µW</td></tr>
<tr><td>Seq pwr share</td><td>49.2%</td></tr>
<tr><th colspan="2">Die</th></tr>
<tr><td>CORE AREA</td><td>about 170000 µm²</td></tr>
<tr><td>Die Footprint</td><td>172000 µm²</td></tr>
<tr><td>Total I/O pin count</td><td>between 100 and 150</td></tr>
<tr><td>Initial core utilization</td><td>a little under a third</td></tr>
<tr><td>Vert. Die Dim</td><td>roughly 410 µm</td></tr>
<tr><td>Horizontal die dimension</td><td>415 µm</td></tr>
<tr><td>Standard-cell rows</td><td>~150</td></tr>
<tr><th colspan="2">Final layout</th></tr>
<tr><td>Proportion of layout cells with a drive suffix above 1</td><td>36.4%</td></tr>
<tr><td>Layout Utilization</td><td>35.2%</td></tr>
<tr><td>Largest register FFs</td><td>1024</td></tr>
<tr><td>Biggest register</td><td>register</td></tr>
<tr><td>Area overhead of the layout relative to synthesis</td><td>16.7%</td></tr>
<tr><td>Regs by FF count</td><td>register: 1024 flops</td></tr>
<tr><td>Non-filler instance count after layout</td><td>6724</td></tr>
<tr><th colspan="2">Status</th></tr>
<tr><td>Result of the run</td><td>complete, no violations</td></tr>
<tr><th colspan="2">Placement</th></tr>
<tr><td>Worst setup timing slack at the placement stage</td><td>0.807 ns</td></tr>
<tr><td>GPL Wtd Cong</td><td>1.07</td></tr>
<tr><td>Tally of buffers added on design ports</td><td>between 100 and 150</td></tr>
<tr><td>HPWL after detailed placement</td><td>162 mm</td></tr>
<tr><td>Placed insts</td><td>6511</td></tr>
<tr><th colspan="2">Setup path</th></tr>
<tr><td>Critical path class</td><td>input pin to output pin</td></tr>
<tr><td>Slowest cell delay on critical path</td><td>0.97 ns</td></tr>
<tr><td>Largest fanout on the critical path</td><td>22</td></tr>
<tr><td>Nature of the critical path startpoint</td><td>input pin</td></tr>
<tr><td>Cell with the largest stage delay on the worst path</td><td>nor2_4</td></tr>
<tr><td>Ordered list of cells on the worst path</td><td>clkdlybuf4s50_1, buf_4, nand3b_1, nor2_4, buf_4, a22oi_1, nand4_1, nor2_1, a31oi_1, clkdlybuf4s50_1</td></tr>
<tr><td>Critical Path Sink Type</td><td>output pin</td></tr>
<tr><td>Worst path required time</td><td>between 6 and 7 ns</td></tr>
<tr><td>Arrival @ worst endpoint</td><td>5.96 ns</td></tr>
<tr><th colspan="2">Min path</th></tr>
<tr><td>Class of the most critical hold timing path</td><td>flip-flop to flip-flop</td></tr>
<tr><th colspan="2">Job</th></tr>
<tr><td>Number of logged tool warnings</td><td>36</td></tr>
<tr><td>Max-Cap Viols</td><td>0</td></tr>
<tr><th colspan="2">Global routing</th></tr>
<tr><td>Global-route wire length before repair</td><td>362 mm</td></tr>
<tr><td>Global routing usage summed across all routing layers</td><td>between 30% and 40%</td></tr>
<tr><td>Vias in the first global route</td><td>43800</td></tr>
<tr><td>Total overflow reported by the global router</td><td>0</td></tr>
<tr><td>Maximum number of pins on one net before global-route repair</td><td>between 100 and 150</td></tr>
<tr><td>Antenna violations before repair</td><td>23</td></tr>
</table>
==> cells in the final DEF, fill, tap and decap left out, types with 9 or more instances in the layout <==
| master | count |
|---|---|
| a221oi_1 | 26 |
| nand2_2 | 12 |
| dfrtp_1 | 944 |
| and3_1 | 9 |
| a21oi_1 | 91 |
| buf_4 | 256 |
| mux2_2 | 989 |
| nor2_1 | 99 |
| clkbuf_1 | 28 |
| dfstp_2 | 80 |
| bufinv_16 | 10 |
| nor3_1 | 66 |
| o21ai_0 | 20 |
| clkdlybuf4s50_1 | 106 |
| a32oi_1 | 11 |
| a222oi_1 | 21 |
| clkbuf_16 | 110 |
| mux2i_1 | 23 |
| nor2_4 | 75 |
| a22oi_1 | 810 |
| a22o_1 | 30 |
| a31oi_1 | 16 |
| nand4_1 | 102 |
| nand2_1 | 236 |
| diode_2 | 11 |
| nor2b_1 | 10 |
| clkinv_2 | 17 |
| nor4_1 | 35 |
| and4_1 | 9 |
| nand2b_1 | 15 |
| buf_12 | 25 |
| clkbuf_8 | 28 |
| nand3_1 | 42 |
==> critical path: cells and delay by family <==
| kind | cells | cell delay [ns] |
|---|---|---|
| buffers and inverters | 4 | 2.11 |
| and+or+nand+nor | 4 | 1.47 |
| AOI/OAI and AO/OA | 2 | 0.73 |
==> cell families after synthesis <==
logic type	Yosys count
compound gates	1081
flops	1024
mux	1020
simple gates	769
buf+inv	460
==> metrics by stage <==
stage	area [µm²]	setup TNS, ns	power (µW)
after floorplan	51100	-7427.84	8080
after global placement	55900	0	9110
after detailed placement	55900	0	9150
after CTS	59600	0	14400
after global routing	59600	0	14900
final	59700	0	14400
==> per-layer routing <==
layer	wire length (µm)	track usage, %
met2	106000	42.2
met4	26700	22.0
met3	44200	19.8
met5	746	2.20
met1	86600	35.6
==> area by class of cell <==
| type | count | area (µm²) |
|---|---|---|
| repair buffers | 394 | 3520 |
| flip-flops and latches | 1024 | 25700 |
| diodes | 11 | 27.5 |
| fillers | 16300 | 110000 |
| multi-input cells | 2870 | 23900 |
| well taps | 2218 | 2780 |
| inverters | 5 | 22.5 |
| clock inverters | 36 | 483 |
| clock buffers | 166 | 3240 |
==> power by group through the flow <==
stage | combinational, µW | sequential [µW] | clock (µW)
CTS | 2020 | 7060 | 5290
global route | 2180 | 7190 | 5480
finish | 2050 | 7110 | 5280
==> path summary, 6_finish.rpt <==
path	startpoint	to	slack (ns)	cells past startpoint
max	rt[2]	ReadData2[2]	0.52	10
min	register[0][24]	register[0][24]	0.40	0
max reg2reg	register[15][27]	register[15][27]	7.11	1
min reg2reg	register[0][24]	register[0][24]	0.40	0
max in group asynchronous	rst	register[22][27]	4.91	4
min in group asynchronous	rst	register[19][30]	1.41	2
==> cell usage after synthesis (all sizes together), types with 3 or more instances <==
cell type / n / area [µm²]
mux2: 997 / 11200
dfrtp: 944 / 23600
a22oi: 810 / 6080
nand2: 248 / 931
buf: 247 / 1320
clkbuf: 208 / 781
nor2: 175 / 747
nand4: 102 / 638
a21oi: 91 / 455
dfstp: 80 / 2100
nor3: 68 / 340
nand3: 45 / 225
nor4: 36 / 231
a22o: 30 / 263
a221oi: 26 / 228
mux2i: 23 / 230
a222oi: 21 / 210
o21ai: 20 / 100
a31oi: 16 / 100
nand2b: 16 / 100
a32oi: 11 / 96.3
nand3b: 10 / 91.3
nor2b: 10 / 62.6
and3: 9 / 56.3
and4: 9 / 78.8
or3: 9 / 61.3
a2111oi: 8 / 70.1
o32a: 8 / 80.1
or3b: 6 / 55.1
a211oi: 5 / 37.5
and2: 5 / 31.3
inv: 5 / 18.8
nor3b: 5 / 37.5
o22a: 5 / 43.8
nand4b: 4 / 35.0
nor4b: 4 / 35.0
o211ai: 4 / 30.0
o31ai: 4 / 30.0
a221o: 3 / 30.0
o22ai: 3 / 18.8
or2: 3 / 18.8
No activity file was given, so power comes from the tool's default toggle rates.
