**run.sh**
```bash
#!/bin/bash
# OpenROAD 26Q1-2900-gdf79404cd8, Yosys 0.63+post, stock flow scripts
make -C /OpenROAD-flow-scripts/flow DESIGN_CONFIG=/design/flow/config.mk WORK_HOME=/design/flow/orfs finish
```
**config.mk**
```make
export PLATFORM = sky130hd
export DESIGN_NAME = ControlUnit
export DESIGN_NICKNAME = ControlUnit
export VERILOG_FILES = /design/flow/design.v
export SDC_FILE = /design/flow/constraint.sdc
export NUM_CORES = 4
export LEC_CHECK = 1
export CORE_AREA = 10 10 70 70
export DIE_AREA = 0 0 80 80
```
**constraint.sdc**
```tcl
current_design ControlUnit

set clk_period 4.7
set clk_io_pct 0.2

create_clock -name clk0 -period $clk_period

set non_clock_inputs [all_inputs -no_clocks]
set_input_delay [expr $clk_period * $clk_io_pct] -clock clk0 $non_clock_inputs
set_output_delay [expr $clk_period * $clk_io_pct] -clock clk0 [all_outputs]
```
**design.v**
```verilog
`timescale 1ns / 1ps
module ControlUnit (
    input [5:0] op,
    input [5:0] funct,
    output MemtoReg,     
    output MemWrite,     
    output MemRead,       
    output [3:0] ALUOp,  
    output ALUSrc1,      
    output ALUSrc2,      
    output RegDst,       
    output RegWrite,      
    output Branch,       
    output Jump,         
    output sign_ext      
        ); 
    wire R_type;
    wire add,addu,sub,subu,And,Or,Xor,Nor,slt,sltu,sll,srl,sra,sllv,srlv,srav;
    wire addi,addiu,andi,ori,xori,lw,sw,beq,bne;
    wire j;
    assign R_type=~|op;
    assign add=R_type&funct[5]&~funct[4]&~funct[3]&~funct[2]&~funct[1]&~funct[0];    
    assign addu=R_type&funct[5]&~funct[4]&~funct[3]&~funct[2]&~funct[1]&funct[0];    
    assign sub=R_type&funct[5]&~funct[4]&~funct[3]&~funct[2]&funct[1]&~funct[0];     
    assign subu=R_type&funct[5]&~funct[4]&~funct[3]&~funct[2]&funct[1]&funct[0];     
    assign And=R_type&funct[5]&~funct[4]&~funct[3]&funct[2]&~funct[1]&~funct[0];     
    assign Or=R_type&funct[5]&~funct[4]&~funct[3]&funct[2]&~funct[1]&funct[0];       
    assign Xor=R_type&funct[5]&~funct[4]&~funct[3]&funct[2]&funct[1]&~funct[0];      
    assign Nor=R_type&funct[5]&~funct[4]&~funct[3]&funct[2]&funct[1]&funct[0];       
    assign slt=R_type&funct[5]&~funct[4]&funct[3]&~funct[2]&funct[1]&~funct[0];      
    assign sltu=R_type&funct[5]&~funct[4]&funct[3]&~funct[2]&funct[1]&funct[0];      
    assign sll=R_type&~funct[5]&~funct[4]&~funct[3]&~funct[2]&~funct[1]&~funct[0];   
    assign srl=R_type&~funct[5]&~funct[4]&~funct[3]&~funct[2]&funct[1]&~funct[0];    
    assign sra=R_type&~funct[5]&~funct[4]&~funct[3]&~funct[2]&funct[1]&funct[0];     
    assign sllv=R_type&~funct[5]&~funct[4]&~funct[3]&funct[2]&~funct[1]&~funct[0];   
    assign srlv=R_type&~funct[5]&~funct[4]&~funct[3]&funct[2]&funct[1]&~funct[0];    
    assign srav=R_type&~funct[5]&~funct[4]&~funct[3]&funct[2]&funct[1]&funct[0];     
    assign addi=~op[5]&~op[4]&op[3]&~op[2]&~op[1]&~op[0];    
    assign addiu=~op[5]&~op[4]&op[3]&~op[2]&~op[1]&op[0];    
    assign andi=~op[5]&~op[4]&op[3]&op[2]&~op[1]&~op[0];    
    assign ori=~op[5]&~op[4]&op[3]&op[2]&~op[1]&op[0];       
    assign xori=~op[5]&~op[4]&op[3]&op[2]&op[1]&~op[0];      
    assign lw=op[5]&~op[4]&~op[3]&~op[2]&op[1]&op[0];        
    assign sw=op[5]&~op[4]&op[3]&~op[2]&op[1]&op[0];         
    assign beq=~op[5]&~op[4]&~op[3]&op[2]&~op[1]&~op[0];     
    assign bne=~op[5]&~op[4]&~op[3]&op[2]&~op[1]&op[0];      
    assign j=~op[5]&~op[4]&~op[3]&~op[2]&op[1]&~op[0];      
    assign MemtoReg=lw;
    assign MemWrite=sw;
    assign MemRead=lw;
    assign Branch=beq|bne;
    assign ALUSrc1=add|addu|sub|subu|And|Or|Xor|Nor|slt|sltu|addi|addiu|andi|ori|xori|lw|sw|beq|bne|sllv|srlv|srav;
    assign ALUSrc2=addi|addiu|andi|ori|xori|lw|sw;
    assign RegDst=add|addu|sub|subu|And|Or|Xor|Nor|slt|sltu|sll|srl|sra|sllv|srlv|srav;
    assign RegWrite=add|addu|sub|subu|And|Or|Xor|Nor|slt|sltu|sll|srl|sra|sllv|srlv|srav|addi|addiu|andi|ori|xori|lw;
    assign Jump=j;
    assign sign_ext=lw|sw|beq;
    assign ALUOp[3]=slt|sltu|sllv|sll|srlv|srl|srav|sra;
    assign ALUOp[2]=And|andi|Or|ori|Xor|xori|Nor|srav|srav;
    assign ALUOp[1]=sub|beq|subu|Xor|xori|Nor|sllv|sll|srlv|srl;
    assign ALUOp[0]=addu|addiu|subu|Or|ori|Nor|sltu|srlv|srl;
endmodule  
```
==> run summary <==
impl run done, here's what came out: worst IR drop on VDD 7.64 uV, ratio of cells with drive above 1 in the final layout 4.05%, horizontal extent of the die 80 um, Layout Utilization 17.6%, post-synthesis cell count from yosys 51, critical path start-end classification in2out, via count 486, unique cell type count in the Yosys netlist 27, initial antenna violation count 0, WHS Endpoint Branch, xor and xnor area share after synthesis 0%, Final Cycle Share 92.7%, status completed, count of yosys warnings during synthesis 0, tally of OpenROAD warnings 32, post-CTS resize count 0, Routed wire per std cell 11.2 um, Gate Area 260 sq um, register share after synthesis 0%, area taken by flip-flops and latches 0 sq um, finished layout cell area 601 sq um, count of endpoints failing setup in the final report 0, prevailing logic family in the synthesized netlist simple AND/OR/NAND/NOR gates, Max stage delay on crit path 560 ps, crit-path max FO 6, Critical Path Start Type input pin, sequence of cells on the critical path clkdlybuf4s50_1, or4_1, or4_1, nand2b_4, o22ai_1, clkdlybuf4s50_1, post-route met1 wirelength 568 um, drc violations 0, total gr overflow 0, most numerous logic cell after layout sky130_fd_sc_hd__clkdlybuf4s50_1, routability congestion estimate 0.886, number of DRC markers after the initial detailed-route iteration 164, unrepaired setup endpoints after global routing no, final critical-path setup slack 342 ps, Antenna Violating Nets Remaining 0, total length of routed wires 1340 um, AND-OR/OR-AND Cells, Area Fraction 38.5%, area reported by Yosys stat 299 sq um, global-route usage over all layers 3.86%, transition at the pin with the smallest max-transition slack 511 ps, static power due to leakage 0.205 nW, Post-CTS Setup Repair Bufs 0, highest-delay cell along the critical path sky130_fd_sc_hd__or4_1, Diodes inserted 0, max-cap violation count 0, DP HPWL 1150 um, max-slew headroom at the worst pin 65.5%, arrival time at the worst endpoint 3420 ps, sequential cell count of the final layout 0, sum of met3 wire segment lengths after detailed routing 102 um, number of buffers inserted by port buffering 26, Die ar. 6400 sq um, FP Util 8.75%, most used cells in the layout excluding fill and tap cells sky130_fd_sc_hd__clkdlybuf4s50_1, sky130_fd_sc_hd__a21oi_1, sky130_fd_sc_hd__inv_1, post-route non-filler standard cell count 120, number of instances in the synthesized netlist 51, Core Box Area 3420 sq um, wire length on met2 669 um, required arrival time at the worst endpoint 3760 ps, row count 21, number of placed I/O pins 26, post-route total power 0.0338 mW, top routing layer used met3, final number of max-transition violations 0, path type of the worst min-delay path in2out, Via density 4.05, post-placement setup slack 347 ps, Post-synth mux share 0%, vertical die size 80 um, yosys adder share 0%, fillers 384, Hold Buf Count CTS 0, standard cell area after detailed placement 601 sq um, Placed Instances 120, setup TNS after final layout 0 ps, wire length of the first global-routing pass 2090 um, maximum number of pins on one net before global-route repair 10, total iterations of the first detailed-routing run 4, Final Hold Violating Endpoints 0, type of element capturing the critical path output pin, vias in the first global route 444, Clock Buffer Count 0, final-layout worst hold slack 2920 ps, Fmax achieved 229 MHz, hold-critical path depth 4, P per Cell Area 56.2 nW/um^2, mean cell area of the mapped netlist 5.86 sq um, Synth Cell Area 299 sq um, Period minus WS final 4360 ps, Worst Min Path Start op[2], yosys simple share 48.5%, synthesis-to-finish area growth 101%
area by class of cell:
type	count	share of cell area, %
inverter	6	3.75
multi-input combinational	42	43.3
tap	46	9.58
timing repair buffer	26	43.3
power by group:
group | internal [mW] | total [mW] | switching [mW] | leakage [nW]
combinational | 0.0183 | 0.0338 | 0.0155 | 0.205
clock | 0 | 0 | 0 | 0
sequential | 0 | 0 | 0 | 0
total | 0.0183 | 0.0338 | 0.0155 | 0.205
worst max-delay path: cells and delay by family:
kind | cells | cell delay (ps)
AND-OR/OR-AND | 1 | 190
AND/OR/NAND/NOR | 3 | 1310
buffers and inverters | 2 | 970
per-layer routing:
metal / track usage (%) / up-vias
li1: - / 241
met1: 5.21 / 222
met2: 6.82 / 23
met3: 0.341 / 0
met4: 0 / 0
met5: 0 / -
cell families after synthesis:
kind of cell,after synthesis
AOI/OAI and AO/OA,17
and+or+nand+nor,25
buffers and inverters,9
cells in the mapped netlist, drive strengths merged:
library cell / number / area [sq um]
o21ai: 1 / 5.00
buf: 3 / 16.3
nand2: 4 / 15.0
inv: 6 / 22.5
or4: 3 / 22.5
o32ai: 1 / 8.76
or3: 1 / 6.26
nor3b: 1 / 7.51
nand3: 1 / 5.00
o31ai: 1 / 7.51
or2: 1 / 6.26
nand3b: 1 / 7.51
o22ai: 2 / 12.5
o41ai: 1 / 16.3
o32a: 1 / 10.0
nand2b: 2 / 20.0
o2111ai: 1 / 8.76
or2b: 1 / 7.51
nor3: 2 / 10.0
nand4: 1 / 6.26
a31oi: 1 / 6.26
nor2: 5 / 18.8
nor4: 2 / 12.5
a21oi: 8 / 40.0
worst max path at each step:
stage / end / slack, ps / start / cells past startpoint
finish: RegWrite / 340 / op[2] / 6
global route: ALUSrc1 / 250 / op[2] / 6
CTS: RegWrite / 340 / op[2] / 6
Power is estimated from default activity; no workload was simulated.
